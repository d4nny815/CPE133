==> design.v <==
`timescale 1ns / 1ps
module univ_sseg(
    input [13:0] cnt1,
    input [6:0] cnt2,
    input valid,
    input dp_en,
    input [1:0] dp_sel,
    input [1:0] mod_sel,
    input sign,
    input clk,
    output reg [7:0] ssegs,
    output reg [3:0] disp_en
    ); 
    wire [3:0] c1_d3;   
    wire [3:0] c1_d2; 
    wire [3:0] c1_d1; 
    wire [3:0] c1_d0; 
    wire [3:0] c2_d1;    
    wire [3:0] c2_d0; 
    reg [3:0] A_1000_digit;  
    reg [3:0] B_100_digit; 
    reg [3:0] C_10_digit; 
    reg [3:0] D_1_digit; 
    reg [3:0] final_BCD; 
    reg [1:0] m_cnt;         
    reg [7:0] seg_val;       
    cnt_convert_14b CC_14(cnt1, mod_sel, c1_d3, c1_d2, c1_d1, c1_d0); 
    cnt_convert_7b CC_7(cnt2, c2_d1, c2_d0); 
    clk_divder CLK_DIV (clk,sclk); 
    always @ (sign,mod_sel,c1_d1,c1_d3)
    begin
       case ({sign,mod_sel})
          0: A_1000_digit = 'hF;
          1: A_1000_digit = c1_d1; 
          2: A_1000_digit = c1_d3;
          3: A_1000_digit = 0;
          4: A_1000_digit = 'hA;   
          5: A_1000_digit = c1_d1; 
          6: A_1000_digit = c1_d3;
          7: A_1000_digit = 0;
          default A_1000_digit = 'hA; 
       endcase 
    end 
    always @ (mod_sel,c1_d2,c1_d0)
    begin
       case (mod_sel)
          0: B_100_digit = c1_d2; 
          1: B_100_digit = c1_d0; 
          2: B_100_digit = c1_d2;
          3: B_100_digit = 0;
          default B_100_digit = 0; 
       endcase 
    end 
    always @ (mod_sel,c1_d1,c2_d1)
    begin
       case (mod_sel)
          0: C_10_digit = c1_d1; 
          1: C_10_digit = c2_d1; 
          2: C_10_digit = c1_d1;
          3: C_10_digit = 0;
          default C_10_digit = 0; 
       endcase 
    end 
    always @ (mod_sel,c1_d0,c2_d0)
    begin
       case (mod_sel)
          0: D_1_digit = c1_d0; 
          1: D_1_digit = c2_d0; 
          2: D_1_digit = c1_d0;
          3: D_1_digit = 0;
          default D_1_digit = 0; 
       endcase 
    end 
    always @ (m_cnt, A_1000_digit, B_100_digit, C_10_digit, D_1_digit)
    begin
       case (m_cnt)
          3: final_BCD = D_1_digit; 
          2: final_BCD = C_10_digit; 
          1: final_BCD = B_100_digit;
          0: final_BCD = A_1000_digit;
          default final_BCD = 0; 
       endcase 
    end 
    always @ (m_cnt)
    begin
       case (m_cnt)
          0: disp_en = 4'b1110;  
          1: disp_en = 4'b1101; 
          2: disp_en = 4'b1011;
          3: disp_en = 4'b0111;
          default disp_en = 0; 
       endcase 
    end 
    always @ (final_BCD)
    begin
       case (final_BCD)
          0: seg_val  = 'h03;   
          1: seg_val  = 'h9F;   
          2: seg_val  = 'h25;   
          3: seg_val  = 'h0D;
          4: seg_val  = 'h99;  
          5: seg_val  = 'h49;  
          6: seg_val  = 'h41;  
          7: seg_val  = 'h1F;  
          8: seg_val  = 'h01;  
          9: seg_val  = 'h09;  
          10: seg_val = 'hFD;    
          15: seg_val = 'hFF;    
          default seg_val = 0; 
       endcase 
    end 
    always @ (dp_sel, m_cnt, dp_en, seg_val, valid)
    begin
       if (valid == 0)      
          ssegs = 'hFD; 
       else 
          begin
          if (dp_sel == m_cnt)
             ssegs = {seg_val[7:1],~dp_en}; 
          else 
             ssegs = seg_val;
          end          
    end
    always @ (posedge sclk)
    begin 
       m_cnt <= m_cnt + 1'b1;
    end 
endmodule
module clk_divder(clockin, clockout); 
    input clockin; 
    output wire clockout; 
    parameter n = 13; 
    reg [n:0] count; 
    always@(posedge clockin) 
    begin 
        count <= count + 1; 
    end 
    assign clockout = count[n]; 
endmodule 
module cnt_convert_14b(
    input [13:0] cnt,
    input [1:0] sel,
    output reg [3:0] c1_d3,
    output reg [3:0] c1_d2,
    output reg [3:0] c1_d1,
    output reg [3:0] c1_d0
    );
    reg [13:0] cnt_new;       
    reg [13:0] cnt_new_w;     
    reg [3:0] d3;      
    reg [3:0] d2;      
    reg [3:0] d1;      
    reg [3:0] d0;      
    always @ (cnt,sel)
       case(sel)
          0: cnt_new = {6'b000000,cnt[7:0]};    
          1: cnt_new = {7'b00000000,cnt[6:0]};  
          2: cnt_new = cnt;                     
          3: cnt_new = cnt;                     
          default cnt_new = cnt; 
       endcase
    always @ (cnt_new)
    begin
       d3=0;  d2=0;  d1=0;  d0=0;     
       cnt_new_w = cnt_new;           
       if      (cnt_new_w > 8999) begin   d3=9;   cnt_new_w = cnt_new_w - 9000;  end
       else if (cnt_new_w > 7999) begin   d3=8;   cnt_new_w = cnt_new_w - 8000;  end 
       else if (cnt_new_w > 6999) begin   d3=7;   cnt_new_w = cnt_new_w - 7000;  end 
       else if (cnt_new_w > 5999) begin   d3=6;   cnt_new_w = cnt_new_w - 6000;  end 
       else if (cnt_new_w > 4999) begin   d3=5;   cnt_new_w = cnt_new_w - 5000;  end 
       else if (cnt_new_w > 3999) begin   d3=4;   cnt_new_w = cnt_new_w - 4000;  end 
       else if (cnt_new_w > 2999) begin   d3=3;   cnt_new_w = cnt_new_w - 3000;  end 
       else if (cnt_new_w > 1999) begin   d3=2;   cnt_new_w = cnt_new_w - 2000;  end 
       else if (cnt_new_w > 999)  begin   d3=1;   cnt_new_w = cnt_new_w - 1000;  end 
       else                       begin   d3=0;   end 
       if      (cnt_new_w > 899) begin   d2=9;   cnt_new_w = cnt_new_w - 900;  end
       else if (cnt_new_w > 799) begin   d2=8;   cnt_new_w = cnt_new_w - 800;  end 
       else if (cnt_new_w > 699) begin   d2=7;   cnt_new_w = cnt_new_w - 700;  end 
       else if (cnt_new_w > 599) begin   d2=6;   cnt_new_w = cnt_new_w - 600;  end 
       else if (cnt_new_w > 499) begin   d2=5;   cnt_new_w = cnt_new_w - 500;  end 
       else if (cnt_new_w > 399) begin   d2=4;   cnt_new_w = cnt_new_w - 400;  end 
       else if (cnt_new_w > 299) begin   d2=3;   cnt_new_w = cnt_new_w - 300;  end 
       else if (cnt_new_w > 199) begin   d2=2;   cnt_new_w = cnt_new_w - 200;  end 
       else if (cnt_new_w > 99)  begin   d2=1;   cnt_new_w = cnt_new_w - 100;  end 
       else                      begin   d2=0;   end 
       if      (cnt_new_w > 89) begin   d1=9;   cnt_new_w = cnt_new_w - 90;  end
       else if (cnt_new_w > 79) begin   d1=8;   cnt_new_w = cnt_new_w - 80;  end 
       else if (cnt_new_w > 69) begin   d1=7;   cnt_new_w = cnt_new_w - 70;  end 
       else if (cnt_new_w > 59) begin   d1=6;   cnt_new_w = cnt_new_w - 60;  end 
       else if (cnt_new_w > 49) begin   d1=5;   cnt_new_w = cnt_new_w - 50;  end 
       else if (cnt_new_w > 39) begin   d1=4;   cnt_new_w = cnt_new_w - 40;  end 
       else if (cnt_new_w > 29) begin   d1=3;   cnt_new_w = cnt_new_w - 30;  end 
       else if (cnt_new_w > 19) begin   d1=2;   cnt_new_w = cnt_new_w - 20;  end 
       else if (cnt_new_w > 9)  begin   d1=1;   cnt_new_w = cnt_new_w - 10;  end 
       else                     begin   d1=0;   end 
       d0 = cnt_new_w[3:0]; 
    end
    always @ (cnt_new, d3,d2,d1,d0)
    begin
       if (cnt_new < 1000)  
          c1_d3 = 'hF; 
       else 
          c1_d3 = d3; 
       if (cnt_new < 100)   
          c1_d2 = 'hF; 
       else 
          c1_d2 = d2; 
       if (cnt_new < 10)   
          c1_d1 = 'hF; 
       else 
          c1_d1 = d1;
       c1_d0 = d0;         
    end 
endmodule
module cnt_convert_7b(
    input [6:0] cnt,
    output reg [3:0] c2_d1,
    output reg [3:0] c2_d0
    );
    reg [7:0] cnt_new;       
    reg [7:0] cnt_new_w;     
    reg [3:0] d1;      
    reg [3:0] d0;      
    always @ (*)
    begin
       d1=0;  d0=0; 
       cnt_new_w = cnt; 
       if      (cnt_new_w > 89) begin   d1=9;   cnt_new_w = cnt_new_w - 90;  end
       else if (cnt_new_w > 79) begin   d1=8;   cnt_new_w = cnt_new_w - 80;  end 
       else if (cnt_new_w > 69) begin   d1=7;   cnt_new_w = cnt_new_w - 70;  end 
       else if (cnt_new_w > 59) begin   d1=6;   cnt_new_w = cnt_new_w - 60;  end 
       else if (cnt_new_w > 49) begin   d1=5;   cnt_new_w = cnt_new_w - 50;  end 
       else if (cnt_new_w > 39) begin   d1=4;   cnt_new_w = cnt_new_w - 40;  end 
       else if (cnt_new_w > 29) begin   d1=3;   cnt_new_w = cnt_new_w - 30;  end 
       else if (cnt_new_w > 19) begin   d1=2;   cnt_new_w = cnt_new_w - 20;  end 
       else if (cnt_new_w > 9)  begin   d1=1;   cnt_new_w = cnt_new_w - 10;  end 
       else                     begin   d1=0;   end 
       d0 = cnt_new_w[3:0]; 
    end
    always @ (cnt, d1, d0)
    begin
       if (cnt < 10)   
          c2_d1 = 'hF; 
       else 
          c2_d1 = d1;
       c2_d0 = d0;        
    end 
endmodule
`timescale 1ns / 1ps
module led_lut(
    input [3:0] val,
    output reg [14:0] led
    );
    always @(val)
    begin
        case (val)
        4'b0000 :  led = 15'b000000000000000;
        4'b0001 :  led = 15'b000000000000001;
        4'b0010 :  led = 15'b000000000000011;
        4'b0011 :  led = 15'b000000000000111;
        4'b0100 :  led = 15'b000000000001111;
        4'b0101 :  led = 15'b000000000011111;
        4'b0110 :  led = 15'b000000000111111;
        4'b0111 :  led = 15'b000000001111111;
        4'b1000 :  led = 15'b000000011111111;
        4'b1001 :  led = 15'b000000111111111;
        4'b1010 :  led = 15'b000001111111111;
        4'b1011 :  led = 15'b000011111111111;
        4'b1100 :  led = 15'b000111111111111;
        4'b1101 :  led = 15'b001111111111111;
        4'b1110 :  led = 15'b011111111111111;
        4'b1111 :  led = 15'b111111111111111;
        default: led = 15'b000000000000000;
        endcase
    end
endmodule
`timescale 1ns / 1ps
module output_dcdr(
    input [3:0] val,
    input clk,
    output [14:0] led,
    output [7:0] seg,
    output [3:0] an
    );
    led_lut leds(
        .val(val), .led(led)
        );
    univ_sseg my_univ_sseg (
       .cnt1    ({9'b0_0000_0000, val}), 
       .cnt2    (), 
       .valid   (1'b1), 
       .dp_en   (1'b0), 
       .dp_sel  (), 
       .mod_sel (2'b00), 
       .sign    (1'b0), 
       .clk     (clk), 
       .ssegs   (seg), 
       .disp_en (an)
       );
endmodule
==> run.sh <==
#!/bin/bash
# OpenROAD 26Q1-2900-gdf79404cd8, Yosys 0.63+post, stock flow scripts
make -C /OpenROAD-flow-scripts/flow DESIGN_CONFIG=/design/flow/config.mk WORK_HOME=/design/flow/orfs finish
==> config.mk <==
export PLATFORM = sky130hd
export DESIGN_NAME = output_dcdr
export DESIGN_NICKNAME = output_dcdr
export VERILOG_FILES = /design/flow/design.v
export SDC_FILE = /design/flow/constraint.sdc
export NUM_CORES = 4
export LEC_CHECK = 1
export CORE_AREA = 10 10 87 87
export DIE_AREA = 0 0 97 97
==> constraint.sdc <==
current_design output_dcdr

set clk_period 2.4
set clk_io_pct 0.2

create_clock -name clk0 -period $clk_period [get_ports {clk}]

set non_clock_inputs [all_inputs -no_clocks]
set_input_delay [expr $clk_period * $clk_io_pct] -clock clk0 $non_clock_inputs
set_output_delay [expr $clk_period * $clk_io_pct] -clock clk0 [all_outputs]
==> impl_metrics.csv <==
group,metric,value,unit
detailed_routing,first_pass_iters,4,
timing,setup_viol,2,
setup_path,r2r_start,"my_univ_sseg.CLK_DIV.count[2]",
synth,ys_sh_simple,18.5,%
power,p_clk_share,39.6,%
floorplanning,ioPinCount,32,
timing,final-hold-violation-count,0,
final_layout,syn_to_final_growth,70.0,%
power,p_leak,0.842,nW
global_routing,antenna_found_initial,0,
synth,top_logic_kind,"adder cells",
power,p_total,0.000569,W
synth,async_flop_share,0,%
setup_path,slowest_delay,0.50,ns
synth,ys_sh_aoi,10.7,%
global_routing,grt_pass1_vias,1090,
cts,ctsHoldBuffers,0,
setup_path,cp_data_arrival_time,1.95,ns
cts,ctsHtreeMaxLevel,1,
place,preCtsSetupSlack,-0.929,ns
place,portBuffers,30,
cts,clock_latency,0.24,ns
floorplanning,die_h,97,µm
timing,fmax,412,MHz
job,tool_warnings,41,
setup_path,critPathCaptureType,"output port",
timing,unclocked_regs,2,
synth,yosys_area,1170,µm²
floorplanning,die_area,9410,µm²
setup_path,crit_type,"input pin to output port",
timing,rsz0062_at_grt,"true",
synth,synthTopCellsByCount,"ha_1, inv_1, dfxtp_1",
cts,clockBufferDepth,2,
job,cap_violations,0,
detailed_routing,drt-total-wl,2950,µm
synth,synthesis.area,1170,µm²
setup_path,critPathLaunchType,"input pin",
synth,ys_ff,16,
cts,numCtsBuffers,3,
cts,path_clk_slew,0.06,ns
detailed_routing,ant_nets,0,
cts,tritoncts,"yes",
hold_path,hold_path_startpoint,"my_univ_sseg.CLK_DIV.count[11]",
synth,area_leaders,"dfxtp_1, ha_1, xnor2_1",
setup_path,cpMostUsedCell,"buf_6",
run_status,outcome,"finished, violations left",
global_routing,grt_remaining_overflow,0,
synth,yosysSeqAreaShare,27.3,%
floorplanning,core_area,5640,µm²
synth,syn_inst,139,
synth,avgSynthCellArea,8.43,µm²
floorplanning,rows,27,
timing,worst_slack,-0.0257,ns
synth,xor_share,8.96,%
timing,holdWs,0.452,ns
detailed_routing,drt_drc_violations_left,0,
synth,yosysMostFrequentCell,"ha_1",
final_layout,final_cell_area,1990,µm²
cts,root_buffer,"clkbuf_8",
place,gp_congestion,0.800,
power,switchingPower,0.000122,W
synth,top_cell_area_share,27.3,%
setup_path,worst-path-buf-inv,4,
power,peakVddDrop,511,µV
synth,yosys_cells,139,
place,placed_area,1640,µm²
synth,top_area_cell,"dfxtp_1",
power,seqPwrFrac,40.9,%
setup_path,crit_path_top_delay_cell,"a2111o_1",
timing,clock_skew,0.00496,ns
power,intPower,0.000447,W
synth,muxShareOfSynthArea,5.12,%
setup_path,startpoint,"val[2]",
final_layout,drive_above_1_share,37.4,%
detailed_routing,drtIter0Drc,29,
final_layout,instances_no_fill,270,
synth,yosys_most_used_dff,"dfxtp_1",
floorplanning,die_x,97,µm
setup_path,crit_family,"AND-OR/OR-AND gates",
synth,synth-edff-count,0,
setup_path,path_max_fanout,4,
hold_path,hp-class,"flop to flop",
run_status,violations,"setup timing",
synth,yosysUniqueCellTypes,33,
power,power_frac_comb,19.6,%
floorplanning,initial_core_util,20.8,%
timing,slew_viol_final,0,
final_layout,fillers,548,
timing,post-route-min-period,2.43,ns
synth,yosysWarnings,16,
place,dpl.hpwl,2040,µm
global_routing,grt_max_degree,9,
global_routing,grt_pass1_wl,4990,µm
detailed_routing,wire_per_inst,10.9,µm
timing,untimed_endpoints,6,
synth,ys_sh_adder,20.3,%
detailed_routing,avgViaCountPerCell,4.19,
timing,period_used_share,101,%
power,switching_share,21.4,%
place,post-place-cells,250,
detailed_routing,n_antenna_cell,0,
global_routing,grt.total_usage,5.86,%
setup_path,cp.required,1.92,ns
detailed_routing,route.vias.total,1132,
power,powerDensity,285,nW/µm²
setup_path,crit_chain,"buf_8 -> buf_6 -> o21ai_2 -> a2111o_1 -> and2_4 -> buf_6 -> or2_0 -> a31oi_1 -> buf_2",
==> state kept, by name, summed over array words and instances (netlist names) <==
signal / cells
my_univ_sseg.CLK_DIV.count: 14
my_univ_sseg.m_cnt: 2
==> what timing repair did <==
action	CTS	global route
gates resized	64	22
pin swaps	17	11
endpoints found under the setup margin	8	7
buffers inserted	14	4
==> cell type report <==
| class | count | area (µm²) | share of cell area, % |
|---|---|---|---|
| tap | 72 | 90.1 | 4.52 |
| sequential | 16 | 320 | 16.1 |
| multi-input combinational | 100 | 903 | 45.3 |
| inverter | 17 | 68.8 | 3.45 |
| timing repair buffer | 61 | 556 | 27.9 |
| clock buffer | 4 | 55.1 | 2.76 |
==> cells by family after synthesis <==
| logic type | Yosys count |
|---|---|
| AOI/OAI and AO/OA | 19 |
| xor gates and xnor gates | 12 |
| adders and majority gates | 19 |
| buffers and inverters | 23 |
| DFF | 16 |
| muxes | 6 |
| other | 1 |
| and+or+nand+nor | 43 |
==> cells in the final DEF (no fill, tap or decap), drive strengths merged <==
cell type and n:
a2111o 1, a21oi 4, a22o 1, a22oi 1, a2bb2oi 1, a31oi 1, and2 4, and3 3
and4 2, buf 38, clkbuf 5, clkdlybuf4s15 2, clkdlybuf4s50 19, conb 1, dfxtp 16, dlygate4sd2 1
ha 19, inv 17, mux2i 6, nand2 9, nand3 11, nand3b 1, nand4 2, nor2 9
o211ai 1, o21ai 6, o21ba 1, o22ai 1, o311ai 1, or2 2, xnor2 10, xor2 2
==> through the flow <==
step                util, %  TNS, ns
floorplan                 -        0
CTS                    33.6   -0.157
global placement       29.0    -5.97
global route           35.3   -0.429
finish                 35.3  -0.0323
detailed placement     29.0    -6.15
==> power by group through the flow <==
stage         clock, W  combinational (W)  sequential, W
CTS           0.000230           0.000100       0.000232
finish        0.000225           0.000111       0.000232
global route  0.000245           0.000121       0.000232
==> layer usage <==
metal | part of all wire, % | track usage (%) | vias to the layer above
met5 | 0 | 0 | -
met4 | 0.34 | 0.338 | 0
met3 | 7.9 | 2.15 | 2
met2 | 42 | 8.84 | 33
met1 | 50 | 8.15 | 515
li1 | - | - | 582
==> path summary, 6_finish.rpt <==
kind,cells past startpoint,slack [ns],endpoint
setup / recovery,9,-0.03,seg[2]
hold / removal,1,0.45,my_univ_sseg.CLK_DIV.count[11]
setup reg to reg,5,0.90,my_univ_sseg.CLK_DIV.count[13]
hold reg to reg,1,0.45,my_univ_sseg.CLK_DIV.count[11]
No activity file was given, so power comes from the tool's default toggle rates.
